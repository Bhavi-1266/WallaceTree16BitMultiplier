`flow/config.mk`:
```
export PLATFORM = sky130hd
export DESIGN_NAME = wallace_multiplier_16bit
export DESIGN_NICKNAME = wallace_multiplier_16bit
export VERILOG_FILES = /design/flow/design.v
export SDC_FILE = /design/flow/constraint.sdc
export NUM_CORES = 4
export LEC_CHECK = 1
export CORE_UTILIZATION = 50
```
`flow/constraint.sdc`:
```
current_design wallace_multiplier_16bit

set clk_period 10.4
set clk_io_pct 0.2

create_clock -name clk0 -period $clk_period [get_ports {clk}]

set non_clock_inputs [all_inputs -no_clocks]
set_input_delay [expr $clk_period * $clk_io_pct] -clock clk0 $non_clock_inputs
set_output_delay [expr $clk_period * $clk_io_pct] -clock clk0 [all_outputs]
```
`flow/design.v`:
```
module partial_full_adder (
    input  wire in_a,
    input  wire in_b,
    input  wire carry_in,
    output wire sum_out,
    output wire propagate,
    output wire generate_out
);
    assign sum_out = in_a ^ in_b ^ carry_in;
    assign propagate = in_a ^ in_b;
    assign generate_out = in_a & in_b;
endmodule
module carry_look_ahead_4bit (
    input  wire [3:0] operand_a,
    input  wire [3:0] operand_b,
    input  wire       carry_in,
    output wire [3:0] sum_out,
    output wire       carry_out,
    output wire       prop_group,
    output wire       gen_group
);
    wire [3:0] prop, gen;
    wire carry1, carry2, carry3;
    partial_full_adder PFA1 (.in_a(operand_a[0]), .in_b(operand_b[0]), .carry_in(carry_in), .sum_out(sum_out[0]), .propagate(prop[0]), .generate_out(gen[0]));
    partial_full_adder PFA2 (.in_a(operand_a[1]), .in_b(operand_b[1]), .carry_in(carry1),  .sum_out(sum_out[1]), .propagate(prop[1]), .generate_out(gen[1]));
    partial_full_adder PFA3 (.in_a(operand_a[2]), .in_b(operand_b[2]), .carry_in(carry2),  .sum_out(sum_out[2]), .propagate(prop[2]), .generate_out(gen[2]));
    partial_full_adder PFA4 (.in_a(operand_a[3]), .in_b(operand_b[3]), .carry_in(carry3),  .sum_out(sum_out[3]), .propagate(prop[3]), .generate_out(gen[3]));
    assign carry1   = gen[0] | (prop[0] & carry_in);
    assign carry2   = gen[1] | (prop[1] & gen[0]) | (prop[1] & prop[0] & carry_in);
    assign carry3   = gen[2] | (prop[2] & gen[1]) | (prop[2] & prop[1] & gen[0]) | (prop[2] & prop[1] & prop[0] & carry_in);
    assign carry_out = gen[3] | (prop[3] & gen[2]) | (prop[3] & prop[2] & gen[1]) |
                  (prop[3] & prop[2] & prop[1] & gen[0]) |
                  (prop[3] & prop[2] & prop[1] & prop[0] & carry_in);
    assign prop_group = &prop;
    assign gen_group = gen[3] | (prop[3] & gen[2]) | (prop[3] & prop[2] & gen[1]) |
                     (prop[3] & prop[2] & prop[1] & gen[0]);
endmodule
module carry_look_ahead_32bit (
    input  wire [31:0] input_a,
    input  wire [31:0] input_b,
    input  wire        carry_in,
    output wire [31:0] sum_out,
    output wire        carry_out
);
    wire [7:0] prop_group, gen_group;
    wire [8:0] carry_block;
    assign carry_block[0] = carry_in;
    genvar idx;
    generate
        for (idx = 0; idx < 8; idx = idx + 1) begin : CLA_4BIT_GEN
            carry_look_ahead_4bit CLA4 (
                .operand_a(input_a[(idx*4)+3 : (idx*4)]),
                .operand_b(input_b[(idx*4)+3 : (idx*4)]),
                .carry_in(carry_block[idx]),
                .sum_out(sum_out[(idx*4)+3 : (idx*4)]),
                .carry_out(),
                .prop_group(prop_group[idx]),
                .gen_group(gen_group[idx])
            );
            assign carry_block[idx+1] = gen_group[idx] | (prop_group[idx] & carry_block[idx]);
        end
    endgenerate
    assign carry_out = carry_block[8];
endmodule
module compressor_4to2(
    input  wire [31:0] in1,
    input  wire [31:0] in2,
    input  wire [31:0] in3,
    input  wire [31:0] in4,
    output wire [31:0] sum_out,
    output wire [31:0] carry_out
);
    wire [31:0] xor_12;
    wire [31:0] and_12, and_13, and_23;
    wire [31:0] temp_sum1, temp_carry1;
    wire [31:0] shifted_carry1;
    wire [31:0] temp_sum2, temp_carry2;
    assign xor_12 = in1 ^ in2;
    assign and_12 = in1 & in2;
    assign and_13 = in1 & in3;
    assign and_23 = in2 & in3;
    assign temp_sum1 = xor_12 ^ in3;
    assign temp_carry1 = and_12 | and_13 | and_23;
    assign shifted_carry1 = temp_carry1 << 1;
    assign temp_sum2 = temp_sum1 ^ in4 ^ shifted_carry1;
    assign temp_carry2 = (temp_sum1 & in4) | (temp_sum1 & shifted_carry1) | (in4 & shifted_carry1);
    assign sum_out = temp_sum2;
    assign carry_out = temp_carry2 << 1;
endmodule
module wallace_multiplier_16bit(
    input  wire        clk,
    input  wire        rst,
    input  wire [15:0] multiplicand,
    input  wire [15:0] multiplier,
    output reg  [31:0] result
);
    wire bit_products [15:0][15:0];
    wire [31:0] partial_prod [15:0];
    genvar row_idx, col_idx;
    generate
        for (row_idx = 0; row_idx < 16; row_idx = row_idx + 1) begin : BIT_PRODUCT_GEN
            for (col_idx = 0; col_idx < 16; col_idx = col_idx + 1) begin : BIT_AND
                assign bit_products[row_idx][col_idx] = multiplicand[col_idx] & multiplier[row_idx];
            end
        end
        for (row_idx = 0; row_idx < 16; row_idx = row_idx + 1) begin : PARTIAL_PROD_GEN
            wire [31:0] extended_row;
            wire [15:0] row_bits;
            genvar bit_idx;
            for (bit_idx = 0; bit_idx < 16; bit_idx = bit_idx + 1) begin : ROW_BITS
                assign row_bits[bit_idx] = bit_products[row_idx][bit_idx];
            end
            assign extended_row = {16'b0, row_bits};
            assign partial_prod[row_idx] = extended_row << row_idx;
        end
    endgenerate
    reg [31:0] partial_prod_reg [15:0];
    integer reg_idx;
    always @(posedge clk or posedge rst) begin
        if (rst) begin
            for (reg_idx = 0; reg_idx < 16; reg_idx = reg_idx + 1)
                partial_prod_reg[reg_idx] <= 32'd0;
        end else begin
            for (reg_idx = 0; reg_idx < 16; reg_idx = reg_idx + 1)
                partial_prod_reg[reg_idx] <= partial_prod[reg_idx];
        end
    end
    wire [31:0] stage1_sum [3:0];
    wire [31:0] stage1_carry [3:0];
    genvar comp_idx;
    generate
        for (comp_idx = 0; comp_idx < 4; comp_idx = comp_idx + 1) begin : LEVEL1_COMPRESS
            compressor_4to2 comp_l1 (
                .in1(partial_prod_reg[comp_idx*4]),
                .in2(partial_prod_reg[comp_idx*4+1]),
                .in3(partial_prod_reg[comp_idx*4+2]),
                .in4(partial_prod_reg[comp_idx*4+3]),
                .sum_out(stage1_sum[comp_idx]),
                .carry_out(stage1_carry[comp_idx])
            );
        end
    endgenerate
    reg [31:0] stage1_sum_reg [3:0];
    reg [31:0] stage1_carry_reg [3:0];
    always @(posedge clk or posedge rst) begin
        if (rst) begin
            for (reg_idx = 0; reg_idx < 4; reg_idx = reg_idx + 1) begin
                stage1_sum_reg[reg_idx] <= 32'd0;
                stage1_carry_reg[reg_idx] <= 32'd0;
            end
        end else begin
            for (reg_idx = 0; reg_idx < 4; reg_idx = reg_idx + 1) begin
                stage1_sum_reg[reg_idx] <= stage1_sum[reg_idx];
                stage1_carry_reg[reg_idx] <= stage1_carry[reg_idx];
            end
        end
    end
    wire [31:0] stage2_sum [1:0];
    wire [31:0] stage2_carry [1:0];
    compressor_4to2 comp_l2_0 (
        .in1(stage1_sum_reg[0]),
        .in2(stage1_carry_reg[0]),
        .in3(stage1_sum_reg[1]),
        .in4(stage1_carry_reg[1]),
        .sum_out(stage2_sum[0]),
        .carry_out(stage2_carry[0])
    );
    compressor_4to2 comp_l2_1 (
        .in1(stage1_sum_reg[2]),
        .in2(stage1_carry_reg[2]),
        .in3(stage1_sum_reg[3]),
        .in4(stage1_carry_reg[3]),
        .sum_out(stage2_sum[1]),
        .carry_out(stage2_carry[1])
    );
    reg [31:0] stage2_sum_reg [1:0];
    reg [31:0] stage2_carry_reg [1:0];
    always @(posedge clk or posedge rst) begin
        if (rst) begin
            stage2_sum_reg[0] <= 32'd0;
            stage2_sum_reg[1] <= 32'd0;
            stage2_carry_reg[0] <= 32'd0;
            stage2_carry_reg[1] <= 32'd0;
        end else begin
            stage2_sum_reg[0] <= stage2_sum[0];
            stage2_sum_reg[1] <= stage2_sum[1];
            stage2_carry_reg[0] <= stage2_carry[0];
            stage2_carry_reg[1] <= stage2_carry[1];
        end
    end
    wire [31:0] stage3_sum;
    wire [31:0] stage3_carry;
    compressor_4to2 comp_l3 (
        .in1(stage2_sum_reg[0]),
        .in2(stage2_carry_reg[0]),
        .in3(stage2_sum_reg[1]),
        .in4(stage2_carry_reg[1]),
        .sum_out(stage3_sum),
        .carry_out(stage3_carry)
    );
    reg [31:0] stage3_sum_reg;
    reg [31:0] stage3_carry_reg;
    always @(posedge clk or posedge rst) begin
        if (rst) begin
            stage3_sum_reg <= 32'd0;
            stage3_carry_reg <= 32'd0;
        end else begin
            stage3_sum_reg <= stage3_sum;
            stage3_carry_reg <= stage3_carry;
        end
    end
    wire [31:0] final_output;
    carry_look_ahead_32bit cla_final (
        .input_a(stage3_sum_reg),
        .input_b(stage3_carry_reg),
        .carry_in(1'b0),
        .sum_out(final_output),
        .carry_out()
    );
    always @(posedge clk or posedge rst) begin
        if (rst)
            result <= 32'd0;
        else
            result <= final_output;
    end
endmodule
```
`flow/run.sh`:
```
#!/bin/bash
# OpenROAD 26Q1-2900-gdf79404cd8, Yosys 0.63+post, stock flow scripts
make -C /OpenROAD-flow-scripts/flow DESIGN_CONFIG=/design/flow/config.mk WORK_HOME=/design/flow/orfs finish
```
==> notes.md <==
Notes on the physical design

Counting cells, the worst reg-to-reg path comes to 11. In the post-synthesis netlist, the biggest area contributors are sky130_fd_sc_hd__dfrtp_1, sky130_fd_sc_hd__fa_1, sky130_fd_sc_hd__and2_1. The combinational power share is 20.0%. After global routing, the most crowded layer is met1. The post-detailed-placement half-perimeter wirelength is 24400 um. The final worst clock skew is 0.0208 ns.

The data required time at the worst endpoint is 11.06 ns. Across all register-to-register paths, the minimum setup slack is 7.44 ns. According to the report, the first pass of detailed routing completed in 4 iterations.

For reference, the most critical setup path is categorized as input pin to async pin. Per STA, the worst path is made up of clkdlybuf4s50_1 -> clkinvlp_4 -> buf_4 -> buf_4 -> buf_12. The dominant synthesized flop cell is sky130_fd_sc_hd__dfrtp_1. The number of antenna violations at the first check in global routing is 1.

The full die area is 44200 um2. The cell type with the highest occurrence count on the critical path is sky130_fd_sc_hd__buf_4. The number of warnings issued by yosys is 11. The per-cell routed wire length is 18.3 um.

The worst setup path is launched from an input pin. The part of the power in registers is 45.6%. Summing the sequential cell areas from Yosys gives 65.6% of the chip area. Post-CTS timing repair inserted 0 buffers for setup. The tool flagged a number of max-cap violations equal to 0.

The wire length recorded after detailed routing is 36600 um. Per the Yosys statistics, synthesis produced roughly 1300 cells. The post-synth count of flops with an enable pin is 0. The number of antenna cells inserted is 0.

The final timing summary puts the cycle share of the worst path at 39.5%. The finished layout cell area is 25100 um2. The skew report gives the latency at the later pin of the worst-skew pair as ~0.6 ns.

The number of slew-limit violations in the final report is 0. From the final report, the count of setup violators was given as 0. The report lists the number of cells resized after CTS as 0. STA classifies the critical path endpoint as an async pin. The report shows a maximum critical-path fanout of roughly 130. Per the power-grid run, VDD falls by no more than 0.134 mV. The count of hold buffers inserted by post-cts repair is 0. The detailed router's first-iteration violation count is 338. The leakage power is 12.0 nW.

Setup repair after global routing left no endpoint under its margin. After synthesis the cells add up to 21700 um2. The count of nets left with antenna violations once routing finished came out at 0. The maximum clock frequency is 243 MHz. Per the CTS log, the root buffer master is sky130_fd_sc_hd__clkbuf_16. The relative slew slack is 43.0%. The number of standard cells after synthesis is 1278. The count of distinct cell types in the synthesized netlist is 34. For met1 alone, demand over resource in global routing was 34.6%. The internal power is 4.54 mW. The switching portion of total power comes to 26.3%. Yosys reported a register bit count of 569. The clock transition at the registers of the reported paths is 0.06 ns. The final power report lists total power as a little over 6 mW. The largest individual stage delay along the critical path comes from the cell sky130_fd_sc_hd__buf_4. The layout-stage area growth over the synthesis result is 15.4%. The maximum clock insertion buffer count is 3. The dominant delay contributor by cell family on the critical path is buffers and inverters. The class of the tightest hold or removal check is flop to flop. After routing, the total negative slack on setup checks comes to 0 ns. Global routing used about a quarter of the available met2 tracks.

The async set-reset flop share out of synthesis is 100%. Before placement the cells fill 51.2% of the core. The average size of a mapped cell is 17.0 um2. Routing resource usage on met3 recorded by global route was under 10%. Warnings raised by the tools during the run amount to 27. The cell depth of the worst hold path is 0. The OpenROAD report gives the critical path a data arrival time of 4.77 ns. The overall fraction of global-route tracks in use is 19.8%. The relative contribution of the clock network to total power is 34.4%. Counting both buffers and inverters, the worst setup path holds a total of 5. Looking at the clock tree report, the H-tree level count equals 2. Summed over all layers, the global routing overflow is 0. The via count of the first global-routing pass is 10808. The clock period could shrink to 4.11 ns. As logged by OpenROAD, the buffers inserted on ports number 65.

The fraction of post-synthesis cell area in the top cell type by area is around two thirds. The core region is 42400 um2. Per the detailed placement report, the placed cell area equals 23000 um2. The register with the most flip-flops in the layout has 76 of them. The maximum number of pins on one net before global-route repair is 133. In this run the power spent charging and discharging nets is 1.62 mW.

The ratio of total power to cell area is around 250 nW/um2. The report lists the number of standard-cell rows as 75. In the final report, the number of hold violations comes to 0.

For the pin with the worst max-slew slack, the measured transition is 0.852 ns. The die is approximately 210 um tall. The routed layout has 9485 vias. The post-route netlist has 8.05% of its cells at a drive strength greater than 1. The run finished with clean final reports. The largest incremental delay on the critical path is 0.73 ns. The number of buffers created by CTS is 57. After detailed routing, the number of remaining DRC violations is 0. The routability congestion estimate is about 0.8. According to the Yosys statistics, the synthesized design has a chip area of about 22000 um2. Counting buffers and inverters, the worst setup path is 5 cells deep. According to the floorplan report, the die width is 210 um. The TritonCTS clock tree is done. The wire length of the first global-routing pass is 60100 um. The per-cell via count in the routed design is 4.73. The floorplan report gives the top-level pin count as 66. Looking at area per cell type in the netlist, the leader is sky130_fd_sc_hd__dfrtp_1.

The sink count of the clock tree is roughly 570.
[per-stage QoR]
stage / utilization, % / std cells / hold WS (ns) / setup WS (ns)
6_report: 59.1 / 2005 / 0.342 / 6.29
3_3_place_gp: 54.3 / 1898 / 0.333 / 5.57
3_5_place_dp: 54.3 / 1898 / 0.335 / 5.52
2_1_floorplan: - / 1278 / 0.331 / 0.570
5_1_grt: 59.1 / 2005 / 0.351 / 5.86
4_1_cts: 59.1 / 2005 / 0.346 / 6.18
[logic make-up (layout without fill, tap and decap cells)]
family | count (synthesis) | in the layout | share of synthesized area [%]
compound gates | 38 | 38 | 1.26
xor+xnor | 16 | 16 | 0.646
fa+ha+maj | 272 | 272 | 22.8
buf+inv | 102 | 252 | 1.76
flops | 569 | 569 | 65.6
simple gates | 281 | 281 | 7.96
[metal layers]
layer / part of all wire [%] / vias up
li1: - / 4148
met1: 44 / 4989
met2: 41 / 280
met3: 11 / 68
met4: 3.0 / 0
met5: 0 / -
[area by class of cell]
type	instances	area [um2]
clock buffers	82	1690
clock inverters	25	310
fillers	3197	17400
inverters	70	267
multi-input cells	607	7080
flip-flops and latches	569	14200
well taps	577	722
repair buffers	75	738
[placed cells by master (no fill, tap or decap), types with 2 or more instances in the layout]
master and count:
sky130_fd_sc_hd__a211oi_1 2, sky130_fd_sc_hd__a21o_1 2, sky130_fd_sc_hd__a21oi_1 11, sky130_fd_sc_hd__a22oi_1 2
sky130_fd_sc_hd__and2_1 256, sky130_fd_sc_hd__buf_4 9, sky130_fd_sc_hd__bufinv_16 7, sky130_fd_sc_hd__clkbuf_1 10
sky130_fd_sc_hd__clkbuf_16 59, sky130_fd_sc_hd__clkbuf_8 13, sky130_fd_sc_hd__clkdlybuf4s50_1 65, sky130_fd_sc_hd__clkinv_2 15
sky130_fd_sc_hd__clkinvlp_4 2, sky130_fd_sc_hd__dfrtp_1 569, sky130_fd_sc_hd__fa_1 205, sky130_fd_sc_hd__ha_1 67
sky130_fd_sc_hd__inv_1 69, sky130_fd_sc_hd__nand2_1 4, sky130_fd_sc_hd__nand2b_1 2, sky130_fd_sc_hd__nand4_1 2
sky130_fd_sc_hd__nor2_1 9, sky130_fd_sc_hd__nor3_1 3, sky130_fd_sc_hd__o21ai_0 7, sky130_fd_sc_hd__o21bai_1 2
sky130_fd_sc_hd__o311ai_1 3, sky130_fd_sc_hd__xnor2_1 12, sky130_fd_sc_hd__xor2_1 4
[worst reg2reg max path, stage by stage (launching register included)]
cell	delay, ns
sky130_fd_sc_hd__dfrtp_1	0.37
sky130_fd_sc_hd__ha_1	0.36
sky130_fd_sc_hd__nand4_1	0.18
sky130_fd_sc_hd__nor3_2	0.25
sky130_fd_sc_hd__o311ai_1	0.15
sky130_fd_sc_hd__buf_4	0.19
sky130_fd_sc_hd__a21boi_2	0.23
sky130_fd_sc_hd__a31oi_4	0.16
sky130_fd_sc_hd__o21ai_0	0.25
sky130_fd_sc_hd__a21oi_1	0.14
sky130_fd_sc_hd__fa_1	0.46
sky130_fd_sc_hd__xnor2_1	0.14
[power groups by stage]
stage	combinational [mW]	sequential [mW]	clock, mW
5_1_grt	1.46	2.86	2.27
6_report	1.23	2.81	2.12
4_1_cts	1.28	2.82	2.18
[synth_stat cells, types with 2 or more instances]
master	count
sky130_fd_sc_hd__dfrtp_1	569
sky130_fd_sc_hd__nand4_1	2
sky130_fd_sc_hd__nand2_1	4
sky130_fd_sc_hd__xnor2_1	12
sky130_fd_sc_hd__o21ai_0	7
sky130_fd_sc_hd__xor2_1	4
sky130_fd_sc_hd__a21oi_1	11
sky130_fd_sc_hd__o311ai_1	3
sky130_fd_sc_hd__a21o_1	2
sky130_fd_sc_hd__nand2b_1	2
sky130_fd_sc_hd__and2_1	256
sky130_fd_sc_hd__nor2_1	9
sky130_fd_sc_hd__ha_1	67
sky130_fd_sc_hd__a22oi_1	2
sky130_fd_sc_hd__a211oi_1	2
sky130_fd_sc_hd__inv_1	70
sky130_fd_sc_hd__o21bai_1	2
sky130_fd_sc_hd__clkbuf_1	32
sky130_fd_sc_hd__fa_1	205
sky130_fd_sc_hd__nor3_1	3
[path summary, 6_finish.rpt]
check | startpoint | to
min in group asynchronous | rst | stage3_sum_reg[24]
setup / recovery | rst | LEVEL1_COMPRESS[0].comp_l1.in3[6]
hold / removal | stage3_sum_reg[5] | result[5]
setup reg to reg | stage3_carry_reg[19] | result[29]
hold reg to reg | stage3_sum_reg[5] | result[5]
max in group clk0 | result[30] | result[30]
No activity file was given, so power comes from the tool's default toggle rates.
