==> /design/flow/design.v <==
module cla_4bit (
    input  [3:0] a,
    input  [3:0] b,
    input        cin,
    output [3:0] sum,
    output       cout
);
    wire [3:0] p, g;
    wire [4:0] c;
    assign p = a ^ b;
    assign g = a & b;
    assign c[0] = cin;
    assign c[1] = g[0] | (p[0] & c[0]);
    assign c[2] = g[1] | (p[1] & c[1]);
    assign c[3] = g[2] | (p[2] & c[2]);
    assign c[4] = g[3] | (p[3] & c[3]);
    assign sum  = p ^ c[3:0];
    assign cout = c[4];
endmodule
module cla_32bit (
    input  [31:0] a,
    input  [31:0] b,
    input         cin,
    output [31:0] sum,
    output        cout
);
    wire [7:0] carry;
    genvar i;
    generate
        for (i = 0; i < 8; i = i + 1) begin: CLA_BLOCK
            cla_4bit cla_inst (
                .a   (a[i*4 +: 4]),
                .b   (b[i*4 +: 4]),
                .cin (i == 0 ? cin : carry[i-1]),
                .sum (sum[i*4 +: 4]),
                .cout(carry[i])
            );
        end
    endgenerate
    assign cout = carry[7];
endmodule
module array_multiplier_cla (
    input  [15:0] a,
    input  [15:0] b,
    output [31:0] product
);
    wire [31:0] partial [15:0];
    wire [31:0] sum_stage [15:0];
    genvar i;
    generate
        for (i = 0; i < 16; i = i + 1) begin : PARTIALS
            assign partial[i] = b[i] ? ({16'b0, a} << i) : 32'b0;
        end
    endgenerate
    assign sum_stage[0] = partial[0];
    generate
        for (i = 1; i < 16; i = i + 1) begin : SUM_LOOP
            wire cout_unused;
            cla_32bit cla_add(
                .a   (sum_stage[i-1]),
                .b   (partial[i]),
                .cin (1'b0),
                .sum (sum_stage[i]),
                .cout(cout_unused)
            );
        end
    endgenerate
    assign product = sum_stage[15];
endmodule
==> /design/flow/run.sh <==
#!/bin/bash
# OpenROAD 26Q1-2900-gdf79404cd8, Yosys 0.63+post, stock flow scripts
make -C /OpenROAD-flow-scripts/flow DESIGN_CONFIG=/design/flow/config.mk WORK_HOME=/design/flow/orfs finish
==> /design/flow/config.mk <==
export PLATFORM = sky130hd
export DESIGN_NAME = array_multiplier_cla
export DESIGN_NICKNAME = array_multiplier_cla
export VERILOG_FILES = /design/flow/design.v
export SDC_FILE = /design/flow/constraint.sdc
export NUM_CORES = 4
export LEC_CHECK = 1
export CORE_UTILIZATION = 40
==> /design/flow/constraint.sdc <==
current_design array_multiplier_cla

set clk_period 54.1
set clk_io_pct 0.2

create_clock -name clk0 -period $clk_period

set non_clock_inputs [all_inputs -no_clocks]
set_input_delay [expr $clk_period * $clk_io_pct] -clock clk0 $non_clock_inputs
set_output_delay [expr $clk_period * $clk_io_pct] -clock clk0 [all_outputs]
==> flow_metrics.py <==
# Physical implementation metrics
metrics = {
    "status": {
        "status": "finished clean",
    },
    "route": {
        "first_pass_iters": 3,
        "drcViolationCount": 0,
        "topRoutingLayerUsed": "met3",
        "wl_met3_um": 189,
        "first_iter_violations": 28,
        "drt.antenna.violating_nets": 0,
        "via_per_inst": 4.40,
        "antenna-diode-count": 0,
        "met2_length_um": 4430,
        "wl_um": 8780,
        "num_vias": 3854,
        "met1Wirelength_um": 4160,
        "wl_per_cell_um": 10.0,
    },
    "cells_and_area": {
        "drive_above_1_share": 0.0259,
        "mostFrequentLayoutCell": "fa_1",
        "logic_area_mm2": 0.00624,
        "final.clkbuf_count": 0,
        "regArea_um2": 0,
        "fillers": 1587,
        "ff_count": 0,
        "syn_to_final_growth_pct": 8.63,
        "final_cell_mix": "224 x fa_1, 212 x and2_1, 95 x inv_1",
    },
    "placed_design": {
        "gp_routability_congestion": 0.755,
        "dp_hpwl_um": 8580,
        "port_buffers": 64,
    },
    "global_routing": {
        "grt_pass1_vias": 4480,
        "grt_pass1_wl_um": 19800,
        "grt_overflow_total": 0,
        "antenna_found_initial": 0,
        "grt_max_degree": 17,
        "track_usage": 0.134,
    },
    "timing": {
        "hold_ws_ns": 22.89,
        "hold_viol": 0,
        "setup_tns_ns": 0,
        "max-slew-margin-rel": 0.645,
        "fmax_ghz": 0.0232,
        "tightestPinTransition_ns": 0.531,
        "fin_crit_ns": 43.02,
        "finalSetupViolations": 0,
        "maxSlewViolCount": 0,
        "fin_crit_sh": 0.795,
        "rsz0062_at_grt": "false",
    },
    "yosys": {
        "synthesis.area_mm2": 0.00692,
        "ys_chip_area_mm2": 0.00692,
        "synth_seq_share": 0,
        "area_leaders": "fa_1 65%, and2_1 19%, inv_1 5.2%",
        "ys_cells": 623,
        "yosysTopAreaCellShare": 0.648,
        "syn_inst": 623,
        "yosysWarnings": 1,
        "synth.distinct_cells": 8,
        "yosys.area.top_type": "fa_1",
        "syn_avg_cell_area_um2": 11.1,
    },
    "setup_path": {
        "cp-start-kind": "input port",
        "crit_path_max_fanout": 16,
        "cp_top_family": "adder cells",
        "critical_path_buf_inv_count": 8,
        "critical_path.startpoint": "b[1]",
        "cp.arrival_ns": 32.20,
        "endpoint_kind": "output pin",
        "critPathKind": "input port to output pin",
        "crit_required_ns": 43.28,
        "slowest_stage": "clkdlybuf4s50_1",
        "critPathMaxStageDelay_ns": 0.66,
        "crit_path_frequent_cell": "fa_1",
    },
    "floorplanning": {
        "dieArea_mm2": 0.0178,
        "initial_core_util": 0.413,
        "die_h_um": 134,
        "fp.dieW_um": 134,
        "top_level_ports": 64,
        "core.rowCount": 47,
        "core_area_mm2": 0.0168,
    },
    "job": {
        "log.warning_count": 32,
        "drv_cap": 0,
    },
    "min_path": {
        "hp-start": "a[15]",
        "worstHoldPathType": "input port to output pin",
    },
    "clock_network": {
        "hold_buffers": 0,
        "cts_resized": 0,
        "cts_setup_buffers": 0,
    },
}
path summary, 6_finish.rpt:
check | end | slack, ns | depth (start not counted)
max | product[30] | 11.08 | 53
min | product[30] | 22.89 | 6
cell usage after synthesis:
master / count
nand2_1: 28
ha_1: 16
buf_4: 9
fa_1: 224
and2_1: 212
buf_6: 23
inv_1: 95
and2_2: 16
per-stage QoR:
stage | utilization | worst slack (ns) | cell area (µm²) | instances
after floorplan | - | 12.52 | 6920 | 623
after global placement | 0.448 | 10.94 | 7520 | 876
after detailed placement | 0.448 | 10.86 | 7520 | 876
after CTS | 0.448 | 10.84 | 7520 | 876
after global routing | 0.448 | 9.98 | 7520 | 876
final | 0.448 | 11.08 | 7520 | 876
cell families (layout without fill, tap and decap cells):
group | count (synthesis) | count (layout) | synth area share
AND/OR/NAND/NOR | 256 | 256 | 0.224
adder cells (fa/ha/maj) | 240 | 240 | 0.677
buffers and inverters | 127 | 160 | 0.0987
cell type report:
cell class                      instances  share of cell area
Multi-Input combinational cell        496               0.830
Timing Repair Buffer                   65              0.0862
Inverter                               95              0.0474
Tap cell                              220              0.0366
metal layers:
layer | track usage | vias up
li1 | - | 1828
met3 | 0.0159 | 0
met5 | 0 | -
met4 | 0 | 0
met2 | 0.216 | 35
met1 | 0.225 | 1991
